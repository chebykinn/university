**flow/run.sh**
```bash
#!/bin/bash
# OpenROAD 26Q1-2900-gdf79404cd8, Yosys 0.63+post, stock flow scripts
make -C /OpenROAD-flow-scripts/flow DESIGN_CONFIG=/design/flow/config.mk WORK_HOME=/design/flow/orfs finish
```
**flow/config.mk**
```make
export PLATFORM = sky130hd
export DESIGN_NAME = gpio_wb
export DESIGN_NICKNAME = gpio_wb
export VERILOG_FILES = /design/flow/design.v
export SDC_FILE = /design/flow/constraint.sdc
export NUM_CORES = 4
export LEC_CHECK = 1
export CORE_UTILIZATION = 40
```
**flow/constraint.sdc**
```tcl
current_design gpio_wb

set clk_period 4.0
set clk_io_pct 0.2

create_clock -name clk0 -period $clk_period [get_ports {clk_i}]

set non_clock_inputs [all_inputs -no_clocks]
set_input_delay [expr $clk_period * $clk_io_pct] -clock clk0 $non_clock_inputs
set_output_delay [expr $clk_period * $clk_io_pct] -clock clk0 [all_outputs]
```
**flow/design.v**
```verilog
module gpio_wb #(parameter BASE_ADDR = 32'h00000400) (
    input clk_i, 
    input rst_i,
    input      [31:0] dat_i, 
    output reg [31:0] dat_o, 
    input      [31:0] adr_i, 
    input      we_i, 
    input      [3:0] sel_i, 
    input      cyc_i, 
    input      stb_i, 
    output reg ack_o,
    input [15:0] sw_bi,
    output reg [15:0] gpio_bo
);
localparam IDLE = 0;
localparam ACK  = 1;
wire read  = cyc_i & stb_i & !we_i;
wire write = cyc_i & stb_i & we_i;
reg state_r;
always@(posedge clk_i, posedge rst_i)
    if(rst_i) begin
        state_r  <= 0;
        ack_o    <= 1'b0;
        gpio_bo  <= 0;
        dat_o    <= 0;
    end else begin
        ack_o <= 1'b0;
        case(state_r)
            IDLE: 
                begin
                    if(write) begin
                        if(adr_i == BASE_ADDR)
                            gpio_bo <= dat_i[15:0];
                        ack_o   <= 1'b1;
                        state_r <= ACK; 
                    end else if(read) begin
                        dat_o <= (adr_i == BASE_ADDR)? sw_bi: 0;
                        state_r <= ACK;
                    end
                end
            ACK:
                begin
                    ack_o   <= 1'b1;
                    state_r <= IDLE;
                end
        endcase
    end
endmodule
```
==> results_dict.tcl <==
# yosys + openroad results
set metrics [dict create \
    clkLatencyLatePin_ps 270 \
    ys.flops 34 \
    syn_avg_cell_area_um2 11.38 \
    synthDistinctLibCells 22 \
    h-tree-depth 2 \
    ys_cells 140 \
    path_class "in2reg" \
    leakagePower_nw 1.138 \
    powerDensity_nw_per_um2 252.1 \
    async_reset_ff_frac 1.000 \
    warnings 46 \
    hold_path.class "reg2reg" \
    hold_violations 0 \
    cts-resized-gates 0 \
    first_global_vias 1255 \
    syn_to_final_growth_pct 67.09 \
    fp.coreArea_um2 3744 \
    design_area_um2 2661 \
    place_area_um2 2579 \
    cts_root_buf "clkbuf_8" \
    wl_per_cell_um 11.94 \
    cts_tree "yes" \
    period_used_share 0.6083 \
    die_y_um 65.10 \
    cts.sinks 34 \
    relSlewSlack 0.6033 \
    maxSlewViolCount 0 \
    diodes 0 \
    clkTransAtPathRegs_ps 60 \
    grt_max_degree 35 \
    postSynthCellCount 140 \
    cp.arrival_ps 2590 \
    peakVddDrop_mv 0.1360 \
    fin_worst_skew_ps 2.339 \
    routabilityCongestion 0.7345 \
    setup_violations 0 \
    path_cells "clkdlybuf4s50_1, nor4_2, nand4_1, nor3_4, buf_4, mux2_2" \
    status "complete, no violations" \
    crit_path_end_kind "flip-flop" \
    worstMarginPinSlew_ps 595.0 \
    portBuffers 101 \
    cp-start-kind "input pin" \
    drive_above_1_share 0.1322 \
    via_per_inst 4.548 \
    min_period_ps 2433 \
    post_cts_buffers 0 \
    ff_type "dfrtp_1" \
    finalSetupTns_ps 0 \
    path_max_fanout 16 \
    syn-cell-area_um2 1593 \
    hpwl_mm 2.711 \
    cap_violations 0 \
    setup_ws_ps 1567 \
    cts_hold_buffers 0 \
    slowest_delay_ps 410 \
    drc_errors 0 \
    die_area_um2 4238 \
    grt_pass1_wl_mm 5.637 \
    die_w_um 65.10 \
    antenna_left 0 \
    cp_num_buf_inv 2 \
    drt_wl_total_mm 3.463 \
    nFillCells 268 \
    grt_usage 0.1783 \
    drt_iter0_markers 83 \
    yosysWarnings 1 \
    drt_pass1_iterations 4 \
    initCoreUtil 0.4255 \
    num_vias 1319 \
    crit_family "simple AND/OR/NAND/NOR gates" \
    ios 138 \
    numCtsBuffers 5 \
    rsz0062_at_grt "false" \
    post-place-ws_ps 1261 \
    grt.overflow.total 0 \
    ctsLongestPathBuffers 2 \
    edf_count 0 \
    row_count 22 \
    antenna_found_initial 0 \
    yosys.stat.seqShare 0.5342 \
    utilization 0.7109 \
    slowest_stage "clkdlybuf4s50_1" \
    max_freq_mhz 411.0 \
    yosysChipArea_um2 1593 \
    cp.required_ps 4150 \
]
[layout by cell type, fill, tap and decap left out]
cell	n
nor4_1	3
and3b_1	1
a31o_2	1
nand2_1	33
mux2_2	6
clkbuf_8	6
o21ai_0	13
nand2b_1	1
clkdlybuf4s50_1	101
o21ai_1	3
buf_4	3
nor4_2	4
nor2b_1	1
inv_1	1
conb_1	16
mux2_4	10
or2_1	1
nor3_4	1
dfrtp_1	34
nand4_1	2
nor4b_2	1
[synth_stat cells (2+ instances only)]
cell type | instances | share of area
dfrtp_1 | 34 | 0.53
nor4_1 | 3 | 0.012
nand4_1 | 2 | 0.0079
nand2_1 | 33 | 0.078
buf_4 | 16 | 0.075
nor4_2 | 4 | 0.031
o21ai_1 | 3 | 0.0094
mux2_4 | 10 | 0.094
o21ai_0 | 13 | 0.041
clkbuf_1 | 5 | 0.012
mux2_2 | 6 | 0.042
[where the power goes]
group / internal [W] / total, W / switching, W
Sequential: 0.000345 / 0.000346 / 0.000000450
Clock: 0.000132 / 0.000236 / 0.000104
Combinational: 0.0000645 / 0.0000888 / 0.0000243
[routing by layer]
| metal | vias up | global-route usage | share of wire |
|---|---|---|---|
| met5 | - | 0 | 0 |
| met4 | 0 | 0.02174 | 0.0084 |
| met3 | 2 | 0.05634 | 0.099 |
| met2 | 77 | 0.2852 | 0.47 |
| met1 | 600 | 0.2536 | 0.43 |
| li1 | 640 | - | - |
[cell type report]
class,instances,area (um2),area share
Sequential cell,34,850.8,0.3197
Timing Repair Buffer,104,1033,0.3883
Multi-Input combinational cell,97,630.6,0.2370
Tap cell,48,60.06,0.02257
Clock buffer,6,82.58,0.03103
Inverter,1,3.754,0.001410
[registers in the layout, indices dropped and copies added, names as in the netlist]
register  cells
ack_o         1
gpio_bo      16
state_r       1
dat_o        16
[worst register-to-register path, cell delays in order, from the launching register on]
cell and delay (ps):
dfrtp_1 380, and3b_1 260, nand2_1 100, nor3_4 110, buf_4 290, mux2_2 380
[through the flow]
step / hold slack [ps] / total power [W] / cells
2_1_floorplan: 425.7 / 0.0003775 / 155
3_3_place_gp: 443.6 / 0.0004407 / 284
3_5_place_dp: 450.4 / 0.0004417 / 284
4_1_cts: 476.3 / 0.0006801 / 290
5_1_grt: 503.9 / 0.0007046 / 290
6_report: 473.2 / 0.0006710 / 290
[logic make-up (layout without fill, tap and decap cells)]
group,count (synthesis),after routing,synth area share
buffers and inverters,24,111,0.1053
muxes,16,16,0.1367
other,1,16,0.002354
DFF,34,34,0.5342
AOI/OAI and AO/OA,17,17,0.05577
and+or+nand+nor,48,48,0.1658
[path summary, 6_finish.rpt]
path                                 startpoint                 endpoint  slack, ps  cells past startpoint
min                        dat_o[0]$_DFFE_PP0P_     dat_o[0]$_DFFE_PP0P_        470                      2
max reg2reg                   state_r$_DFF_PP0_  gpio_bo[10]$_DFFE_PP0P_       2370                      5
max in group asynchronous                 rst_i     dat_o[2]$_DFFE_PP0P_       2780                      3
min in group asynchronous                 rst_i    dat_o[10]$_DFFE_PP0P_        930                      3
max                                   adr_i[28]  gpio_bo[10]$_DFFE_PP0P_       1570                      6
min reg2reg                dat_o[0]$_DFFE_PP0P_     dat_o[0]$_DFFE_PP0P_        470                      2
Power figures rest on the tool's default switching activity, not on a simulated workload.
