===== design.v =====
`timescale 1ns / 1ps
module master_wb(
    input clk,
    input rst,
    output reg done_o,
    input  wire         d_read_en,
    input  wire         d_write_en,
    input  wire [31:0]  d_addr,
    input  wire [31:0]  d_write_data,
    output reg  [31:0]  d_data_out,
    input             wbm_done_pls_i,
    input      [31:0] wbm_dat_i,
    input             wbm_ack_i,
    output reg [31:0] wbm_dat_o,
    output reg        wbm_we_o,
    output     [3:0]  wbm_sel_o,
    output reg [31:0] wbm_adr_o,
    output reg        wbm_cyc_o,
    output reg        wbm_stb_o
);
    reg [1:0] state_r;
    assign wbm_sel_o = 4'b1111;
    localparam IDLE      = 0;
    localparam WRITE_ACK = 1;
    localparam READ_ACK  = 2;
    localparam DONE_PLS  = 3;
    reg rd_r, wr_r;
    always@(posedge clk, posedge rst) 
        if(rst) begin
             state_r    <= IDLE;
             done_o     <= 1'b0;
             wbm_adr_o <= 0;
             wbm_dat_o  <= 0;
             wbm_we_o   <= 1'b0;
             wbm_stb_o  <= 1'b0;
             wbm_cyc_o  <= 1'b0;
             d_data_out <= 0;
             rd_r <= 0;
             wr_r <= 0;
        end else begin
            rd_r <= d_read_en;
            wr_r <= d_write_en;
            done_o <= 1'b0;
            case(state_r) 
                IDLE: 
                    if(d_write_en && !wr_r) begin
                         wbm_adr_o <= d_addr;
                         wbm_dat_o  <= d_write_data;
                         wbm_we_o   <= 1'b1;
                         wbm_stb_o  <= 1'b1;
                         wbm_cyc_o  <= 1'b1;
                         state_r    <= WRITE_ACK;
                    end else if (d_read_en && !rd_r) begin
                         wbm_adr_o <= d_addr;
                         wbm_stb_o  <= 1'b1;
                         wbm_cyc_o  <= 1'b1;
                         state_r <= READ_ACK;
                    end else if (wbm_done_pls_i) begin
                         done_o  <= 1'b1;
                         state_r <= DONE_PLS;
                    end
                WRITE_ACK: 
                    if(wbm_ack_i) begin
                        wbm_we_o   <= 1'b0;
                        wbm_stb_o  <= 1'b0;
                        wbm_cyc_o  <= 1'b0;
                        done_o     <= 1'b1;
                        state_r    <= IDLE;
                    end
                READ_ACK:
                    if(wbm_ack_i) begin
                         wbm_stb_o  <= 1'b0;
                         wbm_cyc_o  <= 1'b0;
                         d_data_out <= wbm_dat_i;
                         done_o     <= 1'b1;
                         state_r    <= IDLE;
                    end
                DONE_PLS: 
                    if(!wbm_done_pls_i)
                         state_r <= IDLE;
            endcase
        end
endmodule

===== run.sh =====
#!/bin/bash
# OpenROAD 26Q1-2900-gdf79404cd8, Yosys 0.63+post, stock flow scripts
make -C /OpenROAD-flow-scripts/flow DESIGN_CONFIG=/design/flow/config.mk WORK_HOME=/design/flow/orfs finish

===== config.mk =====
export PLATFORM = sky130hd
export DESIGN_NAME = master_wb
export DESIGN_NICKNAME = master_wb
export VERILOG_FILES = /design/flow/design.v
export SDC_FILE = /design/flow/constraint.sdc
export NUM_CORES = 4
export LEC_CHECK = 1
export CORE_UTILIZATION = 40

===== constraint.sdc =====
current_design master_wb

set clk_period 6.2
set clk_io_pct 0.2

create_clock -name clk0 -period $clk_period [get_ports {clk}]

set non_clock_inputs [all_inputs -no_clocks]
set_input_delay [expr $clk_period * $clk_io_pct] -clock clk0 $non_clock_inputs
set_output_delay [expr $clk_period * $clk_io_pct] -clock clk0 [all_outputs]

==> impl_metrics.json <==
{
  "setup_slack_ns": 3.55,
  "mux_share_pct": 30.6,
  "cts_sinks": 105,
  "n_antenna_cell": 0,
  "grt_overflow": 0,
  "io_buffers": 201,
  "layout-drive-gt1-share_pct": 26.5,
  "area_growth_pct": 53.2,
  "synth-edff-count": 0,
  "dp_hpwl_mm": 6.27,
  "worst-endpoint-required_ns": 6.44,
  "synth_seq_share_pct": 61.8,
  "fin_skew_ns": 0.00983,
  "clock-root-buffer": "clkbuf_8",
  "core.rowCount": 37,
  "timing.rr.start": "wr_r",
  "crit_chain": "clkdlybuf4s50_1 -> nor2b_2 -> o21ai_4 -> buf_4 -> mux2_2",
  "dieWidth_um": 105,
  "warnings": 26,
  "cp_max_fo": 32,
  "critPathCaptureType": "flop",
  "netlist.top_cell.by_area": "dfrtp_1",
  "cts_buffers": 9,
  "track_usage_pct": 17.3,
  "hold_violations": 0,
  "clock.fmax_ghz": 0.377,
  "outcome": "finished clean",
  "cts_tree": "built",
  "grt_max_degree": 59,
  "gp_congestion": 0.827,
  "finalSetupViolCount": 0,
  "cts_hold_buf": 0,
  "common_cells": "104 x dfrtp_1, 59 x mux2_4, 37 x mux2_2, 6 x buf_6",
  "pwr-share-comb_pct": 41.4,
  "pre_cts_ws_ns": 3.16,
  "fp.dieH_um": 105,
  "chipArea_um2": 11000,
  "topCellsByArea": "dfrtp_1 61%, mux2_4 21%, mux2_2 9.8%, buf_6 1.6%, buf_4 0.88%",
  "total_leakage_power_uw": 0.00296,
  "critPathLaunch": "d_read_en",
  "drv_slew": 0,
  "grt_pass1_wl_mm": 14.6,
  "vdd_drop_max_mv": 0.184,
  "antenna_left": 0,
  "ctsResizeCount": 0,
  "p_per_area_nw_per_um2": 407,
  "final_util_pct": 63.1,
  "core_area_um2": 10300,
  "start_kind": "input port",
  "top_area_share_pct": 61.2,
  "cpPeakStageDelay_ns": 0.49,
  "drcViolationCount": 0,
  "tns_ns": 0,
  "power.share.clock_pct": 14.1,
  "synth_flops": 105,
  "num_vias": 2689,
  "slew_headroom_pct": 51.1,
  "antenna_found_initial": 0,
  "switching_share_pct": 21.5,
  "syn_inst": 247,
  "yosysWarnings": 1,
  "dp.cells": 575,
  "tightest_slew_ns": 0.733,
  "ios": 206,
  "avgSynthCellArea_um2": 17.2,
  "via_per_inst": 4.57,
  "hold_path_startpoint": "d_data_out[8]",
  "clk_pin_slew_worst_paths_ns": 0.09,
  "fin_crit_ns": 2.65,
  "ys_sh_xor_pct": 0,
  "drt_iter0_drc": 66,
  "internal-power_uw": 2080,
  "synth_cell_types": 26,
  "routedWlPerCell_um": 15.1,
  "clkLatencyLatePin_ns": 0.36,
  "fp_util_pct": 41.2,
  "firstDrtPassIters": 4,
  "drv_cap": 0,
  "ys_cells": 247,
  "period_used_pct": 42.8,
  "htree_levels": 3,
  "arrival_ns": 2.90,
  "fa_ha_area_share_pct": 0,
  "crit_type": "input port to flop",
  "slowest_stage": "buf_4",
  "synthArstFlopShare_pct": 100,
  "grt_pass1_vias": 2702,
  "netlist_area_um2": 4250,
  "finalNonFillerCells": 589,
  "ys_top_logic_family": "multiplexers",
  "whs_ns": 0.509,
  "hold_class": "flop to flop",
  "rsz0062_at_grt": "no",
  "ys_sh_simple_pct": 2.41,
  "p_switching_uw": 570,
  "ff_type": "dfrtp_1",
  "sequentialPowerShare_pct": 44.5,
  "routed_wl_mm": 8.87,
  "postCtsSetupBuffers": 0,
  "synth.most_common_cell": "dfrtp_1",
  "ys_area_um2": 4250,
  "ys_sh_aoi_pct": 1.62,
  "ctsLongestPathBuffers": 2
}
cell type report:
type / instances / area, µm²
fillers: 773 / 3810
inverters: 5 / 21.3
repair buffers: 204 / 2030
clock inverters: 4 / 31.3
multi-input cells: 125 / 1490
clock buffers: 10 / 138
well taps: 136 / 170
flip-flops and latches: 105 / 2630
logic make-up (layout without fill, tap and decap cells):
family,count (synthesis),in the layout
flip-flops,105,105
multiplexers,96,96
AND/OR/NAND/NOR,15,15
buffers and inverters,20,223
other,1,4
AND-OR/OR-AND,10,10
final timing paths:
path                                  end  slack (ns)  depth (start not counted)
max                         wbm_adr_o[21]        3.55                          5
min                         d_data_out[8]        0.51                          1
min reg2reg                 d_data_out[8]        0.51                          1
min in group asynchronous  d_data_out[30]        1.30                          2
max in group asynchronous   wbm_dat_o[29]        3.72                          3
max reg2reg                 wbm_adr_o[21]        4.59                          4
state kept, by name, indices dropped and copies added (netlist names):
name / cells
d_data_out: 32
done_o: 1
rd_r: 1
state_r: 4
wbm_adr_o: 32
wbm_cyc_o: 1
wbm_dat_o: 32
wbm_we_o: 1
wr_r: 1
cell usage in the layout, fill, tap and decap left out, types with 2 or more instances in the layout:
master | synthesis | layout
a31oi_1 | 2 | 2
nand2_1 | 3 | 3
inv_1 | 5 | 4
nand4_1 | 2 | 2
conb_1 | 1 | 4
mux2_2 | 37 | 37
dfrtp_1 | 104 | 104
mux2_4 | 59 | 59
a21oi_1 | 2 | 2
clkbuf_8 | 0 | 10
buf_4 | 5 | 3
nand3_1 | 2 | 2
clkinvlp_4 | 0 | 3
clkdlybuf4s50_1 | 0 | 201
o21ai_0 | 3 | 3
worst max-delay path: cells and delay by family:
family | cells | cell delay (ns)
AND/OR/NAND/NOR | 1 | 0.20
AND-OR/OR-AND | 1 | 0.11
buffers and inverters | 2 | 0.93
multiplexers | 1 | 0.40
per-stage QoR:
step / total power (µW) / cell area (µm²)
after floorplan: 1530 / 4260
after global placement: 2290 / 6340
after detailed placement: 2300 / 6340
after CTS: 2690 / 6510
after global routing: 2830 / 6510
final: 2650 / 6510
power groups by stage:
stage | Sequential, µW | Clock (µW) | Combinational [µW]
4_1_cts | 1180 | 397 | 1120
5_1_grt | 1230 | 422 | 1180
6_report | 1180 | 374 | 1100
metal layers:
layer,track usage (%),vias to the layer above,wire length (µm)
met1,28.2,1310,4090
met4,2.31,0,136
met5,0,-,0
met2,25.4,113,4060
li1,-,1253,-
met3,4.13,13,587
Power figures rest on the tool's default switching activity, not on a simulated workload.
